<file path="flow/constraint.sdc">
current_design top

set clk_period 3.3
set clk_io_pct 0.2

create_clock -name clk0 -period $clk_period [get_ports {fclk}]

set non_clock_inputs [all_inputs -no_clocks]
set_input_delay [expr $clk_period * $clk_io_pct] -clock clk0 $non_clock_inputs
set_output_delay [expr $clk_period * $clk_io_pct] -clock clk0 [all_outputs]
</file>
<file path="flow/config.mk">
export PLATFORM = sky130hd
export DESIGN_NAME = top
export DESIGN_NICKNAME = top
export VERILOG_FILES = /design/flow/design.v
export SDC_FILE = /design/flow/constraint.sdc
export NUM_CORES = 4
export LEC_CHECK = 1
export CORE_UTILIZATION = 50
</file>
<file path="flow/run.sh">
#!/bin/bash
# OpenROAD 26Q1-2900-gdf79404cd8, Yosys 0.63+post, stock flow scripts
make -C /OpenROAD-flow-scripts/flow DESIGN_CONFIG=/design/flow/config.mk WORK_HOME=/design/flow/orfs finish
</file>
<file path="flow/design.v">
module ports
(
	input  wire       rst_n,
	input  wire       wrstb_n,  
	input  wire       wrena,    
	input  wire [1:0] addr,  
	input  wire [7:0] wrdata,
	output reg  [7:0] rddata,
	output reg        ena_w5300_int,
	output reg        ena_sl811_int,
	output reg        ena_zxbus_int,
	input  wire       w5300_int_n,
	input  wire       sl811_intrq,
	input  wire       internal_int,
	output reg  [1:0] rommap_win,
	output reg        rommap_ena,
	output reg        w5300_a0inv,
	output reg        w5300_rst_n,
	output reg        w5300_ports,
	output reg  [3:0] w5300_hi,
	output reg        sl811_ms_n,
	output reg        sl811_rst_n,
	input  wire       usb_power
);
	always @(posedge wrstb_n, negedge rst_n)
	if( !rst_n )
	begin
		ena_w5300_int <= 1'b0;
		ena_sl811_int <= 1'b0;
		ena_zxbus_int <= 1'b0;
		w5300_rst_n <= 1'b0;
		sl811_rst_n <= 1'b0;
	end
	else if( wrena && addr==2'b11 )
	begin
		ena_w5300_int <= wrdata[2];
		ena_sl811_int <= wrdata[3];
		ena_zxbus_int <= wrdata[6];
		w5300_rst_n <= wrdata[4];
		sl811_rst_n <= wrdata[5];
	end
	always @(posedge wrstb_n, negedge rst_n)
	if( !rst_n )
	begin
		rommap_win <= 2'b00;
		rommap_ena <= 1'b0;
		w5300_a0inv <= 1'b0;
		w5300_ports <= 1'b0;
		sl811_ms_n <= 1'b0;
	end
	else if( wrena && addr==2'b10 )
	begin
		rommap_win <= wrdata[1:0];
		rommap_ena <= wrdata[2] & (~wrdata[4]);
		w5300_a0inv <= wrdata[3];
		w5300_ports <= wrdata[4] & (~wrdata[2]);
		sl811_ms_n <= ~wrdata[6];
	end
	always @(posedge wrstb_n, negedge rst_n)
	if( !rst_n )
	begin
		w5300_hi    <= 4'd0;
	end
	else if( wrena && addr==2'b01 )
	begin
		w5300_hi    <= wrdata[3:0];
	end
	always @*
	case(addr)
		2'b11: rddata = { internal_int, ena_zxbus_int, sl811_rst_n, w5300_rst_n, ena_sl811_int, ena_w5300_int, sl811_intrq, ~w5300_int_n };
		2'b10: rddata = { usb_power, ~sl811_ms_n, 1'bX, w5300_ports, w5300_a0inv, rommap_ena, rommap_win[1:0] };
		2'b01: rddata = { 4'bXXXX, w5300_hi };
		default: rddata = 8'bXXXX_XXXX;
	endcase
endmodule
module top
(
	input  wire        fclk,  
	output reg         usb_clk,  
	input  wire [15:0] za,
	inout  wire [ 7:0] zd,
	inout  wire [ 7:0] bd,
	input  wire        ziorq_n,
	input  wire        zrd_n,
	input  wire        zwr_n,
	input  wire        zmreq_n,
	output wire        ziorqge,
	output wire        zblkrom,
	input  wire        zcsrom_n,
	input  wire        zrst_n,
	output wire        zint_n,
	output wire        brd_n,
	output wire        bwr_n,
	output wire        w5300_rst_n,
	output wire [ 9:0] w5300_addr,
	output wire        w5300_cs_n,
	input  wire        w5300_int_n,
	output wire        sl811_rst_n,
	input  wire        sl811_intrq,
	output wire        sl811_ms_n,
	output wire        sl811_cs_n,
	output wire        sl811_a0,
	input  wire        usb_power
);
	reg usb_ckreg;  
	reg pre_brd_n;
	reg bwr_n_r;
	reg bwr_n_rr;
	reg [4:0] shreg;
	wire ena_w5300_int;
	wire ena_sl811_int;
	wire ena_zxbus_int;
	wire internal_int;
	wire [7:0] ports_wrdata;
	wire [7:0] ports_rddata;
	wire [1:0] ports_addr;
	wire       ports_wrena;
	wire       ports_wrstb_n;
	wire [1:0] rommap_win;
	wire       rommap_ena;
	wire       w5300_a0inv;
	wire       w5300_ports;
	wire [3:0] w5300_hi;
	wire [9:0] pre_w5300_addr;
	initial  
	begin
		usb_ckreg = 1'b0;
		usb_clk   = 1'b0;
	end
	always @(posedge fclk)
	begin
		usb_ckreg <=  usb_clk;
		usb_clk   <= ~usb_ckreg;
	end
	zbus zbus
	(
		.fclk(fclk),
		.za(za),
		.zd(zd),
		.bd(bd),
		.ziorq_n (ziorq_n ),
		.zrd_n   (zrd_n   ),
		.zwr_n   (zwr_n   ),
		.zmreq_n (zmreq_n ),
		.ziorqge (ziorqge ),
		.zblkrom (zblkrom ),
		.zcsrom_n(zcsrom_n),
		.zrst_n  (zrst_n  ),
		.ports_wrena  (ports_wrena  ),
		.ports_wrstb_n(ports_wrstb_n),
		.ports_addr   (ports_addr   ),
		.ports_wrdata (ports_wrdata ),
		.ports_rddata (ports_rddata ),
		.rommap_win(rommap_win),
		.rommap_ena(rommap_ena),
		.sl811_cs_n(sl811_cs_n),
		.sl811_a0  (sl811_a0  ),
		.w5300_cs_n (w5300_cs_n ),
		.w5300_ports(w5300_ports),
		.async_w5300_addr(pre_w5300_addr),
		.w5300_addr      (w5300_addr    ),
		.brd_n(brd_n),
		.bwr_n(bwr_n)
	);
	wizmap wizmap
	(
		.za(za),
		.w5300_a0inv(w5300_a0inv   ),
		.w5300_addr (pre_w5300_addr),
		.w5300_ports(w5300_ports   ),
		.w5300_hi   (w5300_hi      )
	);
	ports ports
	(
		.rst_n(zrst_n),
		.wrstb_n(ports_wrstb_n),
		.wrena  (ports_wrena  ),
		.addr   (ports_addr   ),
		.wrdata (ports_wrdata ),
		.rddata (ports_rddata ),
		.ena_w5300_int(ena_w5300_int),
		.ena_sl811_int(ena_sl811_int),
		.ena_zxbus_int(ena_zxbus_int),
		.w5300_int_n(w5300_int_n),
		.sl811_intrq(sl811_intrq),
		.internal_int(internal_int),
		.rommap_win(rommap_win),
		.rommap_ena(rommap_ena),
		.w5300_a0inv(w5300_a0inv),
		.w5300_rst_n(w5300_rst_n),
		.w5300_ports(w5300_ports),
		.w5300_hi   (w5300_hi   ),
		.sl811_ms_n (sl811_ms_n ),
		.sl811_rst_n(sl811_rst_n),
		.usb_power(usb_power)
	);
	assign internal_int = (ena_w5300_int & (~w5300_int_n)) |
	                      (ena_sl811_int &   sl811_intrq ) ;
	assign zint_n = (internal_int & ena_zxbus_int) ? 1'b0 : 1'bZ;
endmodule
module wizmap
(
	input  wire [15:0] za,
	input  wire        w5300_a0inv,
	input  wire        w5300_ports,
	input  wire [ 3:0] w5300_hi,
	output wire [ 9:0] w5300_addr
);
	reg [9:0] mem_w5300; 
	always @* mem_w5300[0] = w5300_a0inv ^ za[0];
	always @*
	if( za[13]==1'b0 )
	begin
		mem_w5300[9:1] = za[9:1];
	end
	else  
	begin
		mem_w5300[9]   = 1'b1;
		mem_w5300[8:6] = za[11:9];
		if( za[12]==1'b0 )
			mem_w5300[5:1] = 5'b10111;
		else  
			mem_w5300[5:1] = 5'b11000;
	end
	assign w5300_addr = w5300_ports ? {w5300_hi,za[13:9],za[8]^w5300_a0inv} : mem_w5300;
endmodule
module zbus
(
	input  wire        fclk,
	input  wire [15:0] za,
	inout  wire [ 7:0] zd,
	inout  wire [ 7:0] bd,
	input  wire        ziorq_n,
	input  wire        zrd_n,
	input  wire        zwr_n,
	input  wire        zmreq_n,
	output wire        ziorqge,
	output wire        zblkrom,
	input  wire        zcsrom_n,
	input  wire        zrst_n,
	output wire        ports_wrena,
	output wire        ports_wrstb_n,
	output wire [ 1:0] ports_addr,
	output wire [ 7:0] ports_wrdata,
	input  wire [ 7:0] ports_rddata,
	input  wire [ 1:0] rommap_win,
	input  wire        rommap_ena,
	output reg         sl811_cs_n,
	output reg         sl811_a0,
	output reg         w5300_cs_n,
	input  wire        w5300_ports,
	input  wire [ 9:0] async_w5300_addr,
	output reg  [ 9:0] w5300_addr,
	output reg         bwr_n,
	output reg         brd_n
);
	parameter BASE_ADDR = 8'hAB;
	reg [1:0] rst_n_resync;
	wire rst_n = rst_n_resync[1];
	wire io_addr_ok;
	wire mrd, mwr;
	wire ena_dbuf;
	wire ena_din;
	wire ena_dout;
	reg async_w5300_cs_n;
	reg async_sl811_cs_n;
	reg [1:0] r_w5300_cs_n;
	reg [1:0] r_sl811_cs_n;
	reg async_sl811_a0;
	reg [1:0] r_sl811_a0;
	reg [9:0] r_w5300_addr [0:1];
	reg [2:0] wr_regs;
	reg [2:0] rd_regs;
	reg       wr_state,
	          rd_state;
	wire      wr_start,
	          rd_start;
	reg [2:0] ctr_5;
	reg [7:0] read_latch;
	reg [7:0] write_latch;
	always @(posedge fclk, negedge zrst_n)
	if( !zrst_n )
		rst_n_resync[1:0] <= 2'b00;
	else
		rst_n_resync[1:0] <= { rst_n_resync[0], 1'b1 };
	always @(posedge fclk)
	begin
		wr_regs[2:0] <= { wr_regs[1:0], ~zwr_n };
		rd_regs[2:0] <= { rd_regs[1:0], ~zrd_n };
	end
	assign wr_start = wr_regs[2:0]==3'b001 && !ctr_5;
	assign rd_start = rd_regs[2:0]==3'b001 && !ctr_5;
	always @(posedge fclk)
	begin
		if( wr_start )
			bwr_n <= 1'b0;
		else if( !ctr_5 )
			bwr_n <= 1'b1;
		if( rd_start )
			brd_n <= 1'b0;
		else if( !ctr_5 )
			brd_n <= 1'b1;
	end
	always @(posedge fclk, negedge rst_n)
	if( !rst_n )
	begin
		ctr_5 <= 3'd0;
	end
	else if( wr_start || rd_start )
		ctr_5 <= 3'd4;
	else if( ctr_5 )
		ctr_5 <= ctr_5 - 3'd1;
	always @(posedge fclk)
	begin
		r_w5300_cs_n[1:0] <= { r_w5300_cs_n[0], async_w5300_cs_n };
		r_sl811_cs_n[1:0] <= { r_sl811_cs_n[0], async_sl811_cs_n };
	end
	always @(posedge fclk)
	if( wr_start || rd_start )
	begin
		w5300_cs_n <= async_w5300_cs_n;
		sl811_cs_n <= async_sl811_cs_n;
	end
	else if( !ctr_5 )
	begin
		w5300_cs_n <= 1'b1;
		sl811_cs_n <= 1'b1;
	end
	always @(posedge fclk)
		r_sl811_a0[1:0] <= { r_sl811_a0[0], async_sl811_a0 };
	always @(posedge fclk)
	if( wr_start || rd_start )
		sl811_a0 <= async_sl811_a0;
	always @(posedge fclk)
	begin
		r_w5300_addr[0] <= async_w5300_addr;
		r_w5300_addr[1] <= r_w5300_addr[0];
	end
	always @(posedge fclk)
	if( wr_start || rd_start )
		w5300_addr <= async_w5300_addr;
	assign io_addr_ok = (za[7:0]==BASE_ADDR);
	assign ziorqge = io_addr_ok ? 1'b1 : 1'bZ;
	assign ports_addr = za[9:8];
	assign ports_wrdata = zd;
	assign ports_wrena   = io_addr_ok && za[15];
	assign ports_wrstb_n = ziorq_n | zwr_n;
	always @*
		async_sl811_cs_n = !( !w5300_ports && io_addr_ok && ( !za[15] || (za[15] && za[9:8]==2'b00) ) && !ziorq_n );
	always @*
		async_sl811_a0 = ~za[15];
	assign mwr = !zmreq_n && !zwr_n && (za[15:14]==rommap_win) && rommap_ena;
	assign mrd = !zmreq_n && !zrd_n && !zcsrom_n && (za[15:14]==rommap_win) && rommap_ena;
	always @*
		async_w5300_cs_n = ~(mwr || mrd || ( w5300_ports && io_addr_ok && !za[15] && !ziorq_n ) );
	assign zblkrom = (rommap_ena && (za[15:14]==rommap_win)) ? 1'b1 : 1'bZ;
	assign ena_dbuf = (~async_sl811_cs_n) | (~async_w5300_cs_n);
	assign ena_dout = ~zrd_n;
	wire ports_rd = io_addr_ok && !ziorq_n && !zrd_n && za[15] && (za[9:8]!=2'b00);
	wire b_ena_dbuf = (~sl811_cs_n) | (~w5300_cs_n);
	wire b_ena_din  = ~bwr_n;
	assign zd = ports_rd ? ports_rddata : ((ena_dbuf && ena_dout) ? read_latch : 8'hZZ);
	assign bd = (b_ena_dbuf && b_ena_din) ? write_latch : 8'hZZ;
	always @*
	if( !zwr_n )
		write_latch <= zd;
	always @*
	if( !brd_n )
		read_latch <= bd;
endmodule
</file>
==> results.json <==
{
  "outcome": "aborted with a tool error",
  "lastStage": "clock tree synthesis",
  "stop_error": "[error] [KeplerFormal.cpp:679] Workflow failed: Iso has multiple drivers: .zd3, _183_.X0",
  "post-synth-top-count-cell": "dfrtp_1",
  "top_area_cell": "dfrtp_1",
  "root_buffer": "clkbuf_8",
  "fp.dieW_microns": 71.2,
  "cts_hold_buf": 0,
  "place_hpwl_microns": 3560,
  "die-height_microns": 71.2,
  "ys_area_sq_um": 2390,
  "netlist_instances": 209,
  "cts_made_buffers": 3,
  "async_reset_ff_share_pct": 33.9,
  "htree_num_levels": 1,
  "ys_warn_count": 18,
  "unclocked_pins": 31,
  "edf_count": 13,
  "port_buffers": 44,
  "synth.avg_cell_area_sq_um": 11.4,
  "io_pins": 64,
  "cts_max_path_buffers": 2,
  "common_cells": "20 x dfrtp_1, 16 x dlxtn_1, 16 x o21ai_0",
  "netlist_area_sq_um": 2390,
  "postCtsSetupRepairBufs": 0,
  "ys.flop_type": "dfrtp_1",
  "ys.flops": 59,
  "untimed_endpoints": 42,
  "synth.distinct_cells": 46,
  "place_congestion": 0.814,
  "yosys_cells": 209,
  "fp-utilization_pct": 53.4,
  "num_rows": 24,
  "yosysTopAreaCellShare_pct": 20.9,
  "cts_resized": 0,
  "dpl_worst_slack_ns": 0.187,
  "topCellsByArea": "dfrtp_1 21%, edfxtp_1 16%, dlxtn_1 10%"
}
-- metrics by stage --
| step | hold slack [ns] | util, % | instance area, sq um | total power [mW] | std cells |
|---|---|---|---|---|---|
| floorplan | 0.0265 | - | 2400 | 0.632 | 211 |
| detailed placement | 0.0453 | 64.2 | 2870 | 0.758 | 300 |
| global placement | 0.0424 | 64.2 | 2870 | 0.745 | 300 |
-- cell families after synthesis --
| group | synth area share [%] |
|---|---|
| other | 0.314 |
| xor gates and xnor gates | 1.47 |
| buffers and inverters | 5.18 |
| muxes | 12.2 |
| DFF | 45.6 |
| latches | 10.0 |
| adders and majority gates | 3.14 |
| and+or+nand+nor | 12.9 |
| AOI/OAI and AO/OA | 9.11 |
No activity file was given, so power comes from the tool's default toggle rates.
